$ cat /design/flow/run.sh
#!/bin/bash
# OpenROAD 26Q1-2900-gdf79404cd8, Yosys 0.63+post, stock flow scripts
make -C /OpenROAD-flow-scripts/flow DESIGN_CONFIG=/design/flow/config.mk WORK_HOME=/design/flow/orfs finish
$ cat /design/flow/config.mk
export PLATFORM = sky130hd
export DESIGN_NAME = bin2bcd
export DESIGN_NICKNAME = bin2bcd
export VERILOG_FILES = /design/flow/design.v
export SDC_FILE = /design/flow/constraint.sdc
export NUM_CORES = 4
export LEC_CHECK = 1
export CORE_AREA = 10 10 70 70
export DIE_AREA = 0 0 80 80
$ cat /design/flow/constraint.sdc
current_design bin2bcd

set clk_period 6.1
set clk_io_pct 0.2

create_clock -name clk0 -period $clk_period

set non_clock_inputs [all_inputs -no_clocks]
set_input_delay [expr $clk_period * $clk_io_pct] -clock clk0 $non_clock_inputs
set_output_delay [expr $clk_period * $clk_io_pct] -clock clk0 [all_outputs]
$ cat /design/flow/design.v
`timescale 1ns / 1ps
module bin2bcd(
    input [7:0] bin,
    output reg [7:0] bcd
    );
   integer i;
    always @(bin)
        begin
             if(bin <= 9)
                bcd = bin;
             else if(bin > 9)begin
                bcd = 0;
                for(i=0;i < 8; i = i + 1)
                    begin
                        bcd = {bcd[6:0], bin[7-i]};
                        if(i < 7 && bcd[3:0] > 4)
                            bcd[3:0] = bcd[3:0] + 3;
                        if(i < 7 && bcd[7:4] > 4)
                            bcd[7:4] = bcd[7:4] + 3;
                    end
               end
            if(bcd[7:4] == 3'b011)
                bcd[7:4] = 3'b100;
        end       
endmodule
==> summary.txt <==
Status on the layout run. Total number of vias landed at 1442. Hold repair after CTS inserted 0 buffers. The finished layout holds 271 standard cells, fillers aside. The initialized floorplan defines 21 standard-cell rows. The routed design shows a via density per instance of 5.321. Per the STA report, the cell with the highest stage delay on the worst path is or4_4. Area of the mapped netlist landed at 1076 um2. Listed in order, past its start point the critical path passes clkbuf_2 -> inv_2 -> ha_4 -> inv_2 -> ha_4 -> or2_1 -> a21o_1 -> or4_4 -> nand4_1 -> ha_2 -> inv_2 -> ha_4 -> xor2_2 -> ha_2 -> mux2i_4 -> or2b_1 -> mux2_4 -> o311a_1 -> clkdlybuf4s15_1. The leakage power in the latest report is 0.7996 nW. The data required time reported for the critical path is 4.88 ns. HPWL after detailed placement landed at 2472 um.

Per the placement log, port buffering inserted 14 buffers. Worst slew margin relative to its limit landed at 70.20%. Of the post-synthesis cell area, the dominant cell type holds 11.63%. The die is 80 um tall. Post-synthesis cell count landed at 153. Area of all sequential standard cells landed at 0 um2. Biggest fanout along the worst timing path landed at 4. The final report lists the setup-violating endpoint count as 0. STA classifies the critical path endpoint as an output port. Per the layout report, the design carries 0 clock buffers.

The path class of the tightest hold or removal check is in2out. The number of sequential cells reported for the layout is 0. Timing analysis after detailed placement gives a worst setup slack of -0.5506 ns.

Number of max-cap violations landed at 0. On the worst path, the slowest cell contributes a delay of 0.47 ns. Final critical-path share of the clock period landed at 96.93%. Number of library cell types mapped by synthesis landed at 58. Summed over all routing layers, the global router reports a total usage of 10.59%. The transition time recorded at the tightest slew-check pin is 0.4413 ns. First-iteration detailed-routing DRC count landed at 109. Final weighted congestion of routability-driven global placement landed at 0.9290. The layout report lists the multi-input gate area as 1129 um2. The area recorded from the Yosys report for this design is 1076 um2.

The worst setup path is launched from an input pin. The synthesized design spends more area on one cell type than any other, namely ha_1. Worst IR drop on VDD landed at 0.07875 mV. The wire length recorded after detailed routing is 3586 um. Tally of yosys warning messages landed at 20. By startpoint and endpoint, the worst setup path is classified as in2out. For this design the top-level I/O count stands at 16.

Highest clock frequency the design can meet landed at 169.1 MHz. Sequential fraction of the synthesis area landed at 0%. Die footprint landed at 6400 um2. Sum of negative setup slack landed at 0 ns. Initial antenna violation count landed at 0.

Data arrival time of the critical path landed at 4.69 ns. Once layout is complete, the utilization of the core stands at 54.47%. Total congestion overflow landed at 0.

Fill cell instance count of the final layout landed at 302. Layout cell share with drive strength beyond 1 landed at 45.33%. Count of nets left with antenna violations after detail routing landed at 0. The top cell type in the final layout, fill and taps aside, is buf_4. Number of iterations in the first detailed-routing pass landed at 4. Antenna repair during routing inserted a diode count of 0. The script computed a power per unit cell area of 139.2 nW/um2.

The final max-slew violation count recorded for this run is 0. After synthesis, the cell types taking the most area are ha_1 12%, nor3_1 5.1%, a211oi_1 4.2%. Once placement finished, the instance area stood at 1558 um2.

Hold is met by 2.440 ns. Compared with the post-synthesis result, the final layout area differs by 72.91%. In the Yosys report the total cell count is 153.

Synthesized area per cell landed at 7.033 um2. Final-report hold violation count landed at 0. The run finished with clean final reports. TritonRoute output was used to compute an average wire per cell of 13.23 um. In this run, placement finished with an instance count of 248. Per the detail_route report, DRC violations left total 0. The via count of the first global-routing pass is 1265. The top cell types in the final layout, fill and taps aside, are 69 x buf_4, 10 x nor3_1, 9 x nand2_1, 8 x clkdlybuf4s50_1. Total power landed at 0.2589 mW. Final worst setup slack landed at 0.1875 ns. Tool warning count landed at 39. Core outline area landed at 3416 um2.

Width of the die landed at 80 um. Pin count of the biggest net entering global routing landed at 13. For this configuration, the core starts out at a cell density of 31.50%. For the finished layout, the period the worst path requires is 5.913 ns. Wire length of the first global-routing pass landed at 5899 um. Once layout is done, the placed cells without fillers occupy 1861 um2.
==> cell type report <==
cell class                 count  area share (%)
multi-input combinational    133           60.66
timing repair buffer          83           34.43
tap                           46           3.093
inverter                       9           1.816
==> metal layers <==
layer	global-route usage, %	share of wire, %	vias to the layer above
met2	16.69	47	30
met4	0.7042	0	0
met1	16.16	49	674
li1	-	-	738
met5	0	0	-
met3	0.2273	3.5	0
==> timing repair <==
action	in CTS	in global routing
resized	30	15
setup buffers	23	1
pin swaps	13	9
setup endpoints to repair	4	4
==> critical path: cells and delay by family <==
family / cells / cell delay (ns)
muxes: 2 / 0.35
and+or+nand+nor: 4 / 1.07
adders and majority gates: 5 / 0.89
xor gates and xnor gates: 1 / 0.18
AOI/OAI and AO/OA: 2 / 0.52
buffers and inverters: 5 / 0.46
==> power by group <==
part	internal (mW)	switching [mW]	total (mW)
Clock	0	0	0
Combinational	0.150	0.109	0.259
Sequential	0	0	0
Total	0.150	0.109	0.259
==> cell families after synthesis <==
logic type / count (synthesis) / share of synthesized area (%)
fa+ha+maj: 10 / 11.63
mux: 4 / 4.186
compound gates: 54 / 38.84
xor+xnor: 6 / 6.280
simple gates: 59 / 30.23
buf+inv: 20 / 8.837
==> cells in the mapped netlist (2+ instances only) <==
library cell,number
o21ai_0,5
buf_6,2
inv_1,9
nand4_1,3
ha_1,10
o211ai_1,5
mux2i_1,3
nor2b_1,3
clkbuf_1,5
o31ai_1,2
nor3b_1,2
or2_1,3
nor2_1,7
a21o_1,3
a211oi_1,6
and2_1,2
a21oi_1,4
xor2_1,2
o21ai_1,4
nand2b_1,4
nor3_1,11
or4_1,3
a31oi_1,6
xnor2_1,2
buf_1,2
nand3_1,3
and3_1,2
nand2_1,9
nor4_1,2
==> path summary, 6_finish.rpt <==
kind,startpoint,endpoint,cells after the start
setup / recovery,bin[5],bcd[5],19
hold / removal,bin[0],bcd[0],0
Power figures rest on the tool's default switching activity, not on a simulated workload.
